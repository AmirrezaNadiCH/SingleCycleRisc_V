==> ./design.v <==
module Controller(instruction, ZERO, pcsrc, ImmSrc, regwrite, ALUsrc, OpCode, memwrite, resultsrc);
	parameter [2:0]	ADD = 3'b000,
					SUB = 3'b001,
					AND = 3'b010,
					OR =  3'b011,
					SLT = 3'b100,
					XOR = 3'b101;
	parameter [6:0]	ADD_OPC =	7'd51,
					SUB_OPC =	7'd51,
					AND_OPC =	7'd51,
					OR_OPC =	7'd51,
					SLT_OPC =	7'd51,
					LW_OPC =	7'd3,
					ADDI_OPC =	7'd19,
					XORI_OPC =	7'd19,
					ORI_OPC =	7'd19,
					SLTI_OPC =	7'd19,
					JALR_OPC =	7'd103,
					SW_OPC =	7'd35,
					JAL_OPC =	7'd111,
					BEQ_OPC =	7'd99,
					BNE_OPC =	7'd99,
					LUI_OPC =	7'd55;
	parameter [2:0]	ADD_F3 =	3'd0,
					SUB_F3 =	3'd0,
					AND_F3 =	3'd7,
					OR_F3 =		3'd6,
					SLT_F3 =	3'd2,
					LW_F3 =		3'd2,
					ADDI_F3 =	3'd0,
					XORI_F3 =	3'd4,
					ORI_F3 =	3'd6,
					SLTI_F3 =	3'd2,
					JALR_F3 =	3'd0,
					SW_F3 =		3'd2,
					BEQ_F3 =	3'd0,
					BNE_F3 =	3'd1;
	parameter [6:0] ADD_F7 =	7'd0,
					SUB_F7 =	7'd32,
					AND_F7 =	7'd0,
					OR_F7 =		7'd0,
					SLT_F7 =	7'd0;
	parameter [2:0]	IT_IMM =	3'b000,
					ST_IMM =	3'b001,
					BT_IMM =	3'b010,
					JT_IMM =	3'b011,
					UT_IMM =	3'b100;
	input ZERO;
	input [31:0] instruction;
	output regwrite, ALUsrc, memwrite;
	output [1:0] pcsrc, resultsrc;
	output [2:0] OpCode, ImmSrc;
	reg regwrite_temp, ALUsrc_temp, memwrite_temp;
	reg [1:0] pcsrc_temp, resultsrc_temp;
	reg [2:0] OpCode_temp, ImmSrc_temp;
	wire [2:0] f3;
	wire [6:0] f7;
	wire [6:0] opc;
	assign regwrite = regwrite_temp;
	assign ALUsrc = ALUsrc_temp;
	assign memwrite = memwrite_temp;
	assign pcsrc = pcsrc_temp;
	assign ImmSrc = ImmSrc_temp;
	assign resultsrc = resultsrc_temp;
	assign OpCode = OpCode_temp;
	assign f3 = instruction[14:12];
	assign f7 = instruction[31:25];
	assign opc = instruction[6:0];
	always @(opc, f3, f7, ZERO) begin: ALU_OpCode
		OpCode_temp = ADD;
		if ((opc == ADD_OPC) & (f3 == ADD_F3) & (f7 == ADD_F7))				OpCode_temp = ADD;
		else if ((opc == SUB_OPC) & (f3 == SUB_F3) & (f7 == SUB_F7)) 		OpCode_temp = SUB;
		else if ((opc == AND_OPC) & (f3 == AND_F3) & (f7 == AND_F7)) 		OpCode_temp = AND;
		else if ((opc == OR_OPC) & (f3 == OR_F3) & (f7 == OR_F7)) 			OpCode_temp = OR;
		else if ((opc == SLT_OPC) & (f3 == SLT_F3) & (f7 == SLT_F7)) 		OpCode_temp = SLT;
		else if ((opc == LW_OPC) & (f3 == LW_F3))					 		OpCode_temp = ADD;
		else if ((opc == ADDI_OPC) & (f3 == ADDI_F3)) 						OpCode_temp = ADD;
		else if ((opc == XORI_OPC) & (f3 == XORI_F3)) 						OpCode_temp = XOR;
		else if ((opc == ORI_OPC) & (f3 == ORI_F3)) 						OpCode_temp = OR;
		else if ((opc == SLTI_OPC) & (f3 == SLTI_F3)) 						OpCode_temp = SLT;
		else if ((opc == JALR_OPC) & (f3 == JALR_F3)) 						OpCode_temp = ADD;
		else if ((opc == SW_OPC) & (f3 == SW_F3)) 							OpCode_temp = ADD;
		else if ((opc == BEQ_OPC) & (f3 == BEQ_F3)) 						OpCode_temp = SUB;
		else if ((opc == BNE_OPC) & (f3 == BNE_F3)) 						OpCode_temp = SUB;
	end
	always @(opc, f3, f7, ZERO) begin: PC_Source
		pcsrc_temp = 2'b10;
		if(opc == JALR_OPC)																	pcsrc_temp = 2'b00;
		else if(opc == JAL_OPC)																pcsrc_temp = 2'b01;
		else if(((opc==BEQ_OPC)&(f3==BEQ_F3)&ZERO)|((opc==BNE_OPC)&(f3==BNE_F3)&(~ZERO)))	pcsrc_temp = 2'b01;
		else 																				pcsrc_temp = 2'b10;
	end
	always @(opc, f3, f7, ZERO) begin: Immediate_Src
		ImmSrc_temp = 3'b000;
		case(opc)
			ADDI_OPC:	ImmSrc_temp = IT_IMM;
			JALR_OPC:	ImmSrc_temp = IT_IMM;
			SW_OPC:		ImmSrc_temp = ST_IMM;
			JAL_OPC:	ImmSrc_temp = JT_IMM;
			BEQ_OPC:	ImmSrc_temp = BT_IMM;
			LUI_OPC:	ImmSrc_temp = UT_IMM;
		endcase
	end
	always @(opc, f3, f7, ZERO) begin: Result_Source
		resultsrc_temp = 2'b00;
		regwrite_temp = 1'b0;
		if ((opc == ADD_OPC) & (f3 == ADD_F3) & (f7 == ADD_F7)) begin		resultsrc_temp = 2'b00; regwrite_temp = 1'b1; end
		if ((opc == SUB_OPC) & (f3 == SUB_F3) & (f7 == SUB_F7)) begin 	resultsrc_temp = 2'b00;	regwrite_temp = 1'b1; end
		if ((opc == AND_OPC) & (f3 == AND_F3) & (f7 == AND_F7)) begin 	resultsrc_temp = 2'b00;	regwrite_temp = 1'b1; end
		if ((opc == OR_OPC) & (f3 == OR_F3) & (f7 == OR_F7)) begin 	resultsrc_temp = 2'b00;	regwrite_temp = 1'b1; end
		if ((opc == SLT_OPC) & (f3 == SLT_F3) & (f7 == SLT_F7)) begin 	resultsrc_temp = 2'b00;	regwrite_temp = 1'b1; end
		if ((opc == LW_OPC) & (f3 == LW_F3)) begin					 	resultsrc_temp = 2'b01;	regwrite_temp = 1'b1; end
		if ((opc == ADDI_OPC) & (f3 == ADDI_F3)) begin 				resultsrc_temp = 2'b00;	regwrite_temp = 1'b1; end
		if ((opc == XORI_OPC) & (f3 == XORI_F3)) begin 				resultsrc_temp = 2'b00;	regwrite_temp = 1'b1; end
		if ((opc == ORI_OPC) & (f3 == ORI_F3)) begin 					resultsrc_temp = 2'b00;	regwrite_temp = 1'b1; end
		if ((opc == SLTI_OPC) & (f3 == SLTI_F3)) begin 				resultsrc_temp = 2'b00;	regwrite_temp = 1'b1; end
		if ((opc == JALR_OPC) & (f3 == JALR_F3)) begin 				resultsrc_temp = 2'b10;	regwrite_temp = 1'b1; end
		if ((opc == JAL_OPC)) begin 									resultsrc_temp = 2'b10;	regwrite_temp = 1'b1; end
		if ((opc == LUI_OPC)) begin					 				resultsrc_temp = 2'b11;	regwrite_temp = 1'b1; end
	end
	always @(opc, f3, f7, ZERO) begin: ALU_Source
		ALUsrc_temp = 1'b0;
		if ((opc == ADD_OPC) & (f3 == ADD_F3) & (f7 == ADD_F7))				ALUsrc_temp = 1'b0;
		else if ((opc == SUB_OPC) & (f3 == SUB_F3) & (f7 == SUB_F7)) 		ALUsrc_temp = 1'b0;
		else if ((opc == AND_OPC) & (f3 == AND_F3) & (f7 == AND_F7)) 		ALUsrc_temp = 1'b0;
		else if ((opc == OR_OPC) & (f3 == OR_F3) & (f7 == OR_F7)) 			ALUsrc_temp = 1'b0;
		else if ((opc == SLT_OPC) & (f3 == SLT_F3) & (f7 == SLT_F7)) 		ALUsrc_temp = 1'b0;
		if ((opc == LW_OPC) & (f3 == LW_F3))					 			ALUsrc_temp = 1'b1;
		else if ((opc == ADDI_OPC) & (f3 == ADDI_F3)) 						ALUsrc_temp = 1'b1;
		else if ((opc == XORI_OPC) & (f3 == XORI_F3)) 						ALUsrc_temp = 1'b1;
		else if ((opc == ORI_OPC) & (f3 == ORI_F3)) 						ALUsrc_temp = 1'b1;
		else if ((opc == SLTI_OPC) & (f3 == SLTI_F3)) 						ALUsrc_temp = 1'b1;
		else if ((opc == JALR_OPC) & (f3 == JALR_F3)) 						ALUsrc_temp = 1'b1;
		else if ((opc == SW_OPC) & (f3 == SW_F3)) 							ALUsrc_temp = 1'b1;
		else if ((opc == BEQ_OPC) & (f3 == BEQ_F3)) 						ALUsrc_temp = 1'b0;
		else if ((opc == BNE_OPC) & (f3 == BNE_F3)) 						ALUsrc_temp = 1'b0;
	end
	assign memwrite_temp = ((opc == SW_OPC)&(f3 == SW_F3)) ? 1'b1 : 1'b0;
endmodule
==> ./run.sh <==
#!/bin/bash
# OpenROAD 26Q1-2900-gdf79404cd8, Yosys 0.63+post, stock flow scripts
make -C /OpenROAD-flow-scripts/flow DESIGN_CONFIG=/design/flow/config.mk WORK_HOME=/design/flow/orfs finish
==> ./config.mk <==
export PLATFORM = sky130hd
export DESIGN_NAME = Controller
export DESIGN_NICKNAME = Controller
export VERILOG_FILES = /design/flow/design.v
export SDC_FILE = /design/flow/constraint.sdc
export NUM_CORES = 4
export LEC_CHECK = 1
export CORE_AREA = 10 10 70 70
export DIE_AREA = 0 0 80 80
==> ./constraint.sdc <==
current_design Controller

set clk_period 2.6
set clk_io_pct 0.2

create_clock -name clk0 -period $clk_period

set non_clock_inputs [all_inputs -no_clocks]
set_input_delay [expr $clk_period * $clk_io_pct] -clock clk0 $non_clock_inputs
set_output_delay [expr $clk_period * $clk_io_pct] -clock clk0 [all_outputs]
==> Changelog: implementation <==
## Flow update

- Final Hold Slack: 1.59 ns
- Slew headroom: 84.7%
- Avg WL per Cell: 12.0 um
- Most used routing layer: met2
- Dpl cells: 156
- Max Transition Viols Final: 0
- Total GRT Usage: 6.07%
- Finished Layout Cells: 164
- Final Wtd Congestion: 0.833
- Largest delay share family, worst path: simple AND/OR/NAND/NOR gates
- Total tool warning count: between 40 and 50
- Largest net degree at the start of global routing: 8
- # rows: 21
- Type of origin of the critical path: input port
- # IOs: 46
- Hold EP: OpCode[0]
- CP peak stage delay: 0.56 ns
- First-pass GRT wire length: 3.29 mm
- Peak supply drop: 0.0291 mV
- Minimum clock period: 2.69 ns
- Fmax: 0.372 GHz
- Clock share of power: 0%
- Routed vias/inst: around 4.1
- Antenna viol nets, final: 0
- Synth Cell Area: 353 um^2
- Cell leakage power: 0.524 nW
- PnR worst setup slack: -0.0883 ns
- Met3 Usage GRT: 1.93%
- Top cells, area: a21oi_1 8.5%, nor2_1 7.4%, nand2b_1 7.1%
- Synth top area share: between 8 and 9%
- Net switching power: 0.0383 mW
- Crit. End Element: output port
- DIE AREA: 6400 um^2
- Leading area contributor after synthesis: a21oi_1
- Fillcell total: approximately 380
- Top logic family: simple AND/OR/NAND/NOR gates
- ANT cells: 0
- M2 GR Usage: 9.39%
- Grt met1 use: 8.50%
- Final Hold Violation Tally: 0
- Initial Util: 10.3%
- Worst hold stages: 6
- Post-Synth Simple-Gate Area: 53.9%
- Final Setup Violations: 4
- Most common cell in the netlist: nor2_1
- Post-synth seq share: 0%
- Setup CP Type: input port to output port
- List of most frequent post-synthesis cells: 7 x nor2_1, 6 x a21oi_1, 4 x inv_1, 4 x nand2_1, 4 x nand2b_1
- Hold Buf Count CTS: 0
- Die width: approximately 80 um
- # clk buffers: 0
- Die height: roughly 80 um
- Mux cell area share: 0%
- Crit path required time: 2.08 ns
- Worst-path fanout max: 3
- Hold Crit Class: input port to output port
- Cycle use final: 103%
- Ys Warns: 2
- Library cells used by synthesis: 28
- Port bufs: 31
- Switching Share: between 40 and 50%
- Yosys cell count: slightly below 60
- Post-Route WL: 1.97 mm
- Layout cells sized above 1: 51.7%
- Failing checks: setup timing
- Beginning of the worst hold path: instruction[31]
- Area grow syn2layout: 189%
- Internal: between 0.05 and 0.06 mW
- PwrDens: roughly 92 nW/um^2
- Adder share: 0%
- Arrival @ worst endpoint: 2.17 ns
- FF+latch area: 0 um^2
- Most used cell, CP: buf_6
- Setup TNS: -0.292 ns
- Syn Area/Cell: 6.08 um^2
- DRT Pass-1 Iters: 4
- GR Overflow Total: 0
- XOR Share, Synth: 2.48%
- Initial antenna violation count: 0
- Area reported by Yosys stat: 353 um^2
- Seq_cells: 0
- Vias in the first global route: 710
- Flop pwr share: 0%
- Dpl hpwl: 1.61 mm
- Cell depth of the worst setup path: 7
- DRC errors left: 0
- Logic pwr share: roughly 100%
- Initial drt markers: 30
- RSZ-0062 raised after global routing: true
- Maxcap violations: 0
- Worst path bufs/invs: 3
- Slew @ Worst Pin: 0.229 ns
- Core region area: 3420 um^2
- AO/OA Area Share: 37.2%
- Outcome: finished with violations
- Post-Synthesis Cells: 58
- Slowest-stage cell, CP: or4_4
- Vias after detailed routing: 665
- CP Cell Sequence: buf_6 -> or4_1 -> or4_4 -> buf_6 -> a211oi_2 -> a211o_1 -> buf_2
## layout by cell type (no fill, tap or decap), drive strengths merged
cell           Yosys  final
buf                0     40
dlygate4sd2        0      9
nor2               7      7
clkdlybuf4s50      0      6
a21oi              6      6
nand2              4      4
dlymetal6s2s       0      4
inv                4      4
or4                4      4
nand2b             4      4
nor3               3      3
clkdlybuf4s15      0      3
nand3b             2      2
and3               2      2
o32ai              2      2
a21o               2      2
nand3              2      2
a211oi             2      2
nand4bb            1      1
or2                1      1
o21a               1      1
xnor2              1      1
a31o               1      1
nor3b              1      1
and2               1      1
or3                1      1
o221ai             1      1
o211a              1      1
o21ai              1      1
a211o              1      1
## routing by layer
metal | part of all wire [%] | vias to the layer above
li1 | - | 343
met1 | 48 | 297
met2 | 42 | 25
met3 | 9.8 | 0
met4 | 0 | 0
met5 | 0 | -
## area by class of cell
class / count / area, um^2 / area share (%)
inverters: 4 / 15.0 / 1.47
well taps: 46 / 57.6 / 5.64
multi-input cells: 52 / 413 / 40.4
repair buffers: 62 / 536 / 52.5
## power groups by stage
| stage | clock [mW] | sequential, mW | combinational (mW) |
|---|---|---|---|
| 5_1_grt | 0 | 0 | 0.102 |
| 6_report | 0 | 0 | 0.0940 |
| 4_1_cts | 0 | 0 | 0.0896 |
## through the flow
step | setup WS (ns) | total power [mW] | cell area (um^2) | utilization [%]
2_1_floorplan | 0.266 | 0.0222 | 353 | -
3_3_place_gp | -0.704 | 0.0854 | 886 | 25.9
3_5_place_dp | -0.707 | 0.0859 | 886 | 25.9
4_1_cts | -0.128 | 0.0896 | 990 | 29.0
5_1_grt | -0.172 | 0.102 | 1020 | 29.9
6_report | -0.0883 | 0.0940 | 1020 | 29.9
## how the worst max path moves through the flow
stage,start,endpoint,slack [ns]
final,instruction[29],regwrite,-0.09
after global routing,instruction[29],OpCode[1],-0.17
after CTS,instruction[31],OpCode[1],-0.13
## cell families (layout without fill, tap and decap cells)
kind of cell	after synthesis	after routing
AND-OR/OR-AND	18	18
buffers and inverters	6	66
AND/OR/NAND/NOR	33	33
XOR/XNOR	1	1
## timing repair
item	CTS	global route
hold endpoints to repair	0	0
buffers inserted	9	0
gates resized	63	10
pin swaps	18	10
setup endpoints to repair	12	8
No activity file was given, so power comes from the tool's default toggle rates.
